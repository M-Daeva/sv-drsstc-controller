## ./run.sh

```bash
#!/bin/bash
# OpenROAD 26Q1-2900-gdf79404cd8, Yosys 0.63+post, stock flow scripts
make -C /OpenROAD-flow-scripts/flow DESIGN_CONFIG=/design/flow/config.mk WORK_HOME=/design/flow/orfs finish
```

## ./config.mk

```make
export PLATFORM = sky130hd
export DESIGN_NAME = pwm
export DESIGN_NICKNAME = pwm
export VERILOG_FILES = /design/flow/design.v
export SDC_FILE = /design/flow/constraint.sdc
export NUM_CORES = 4
export LEC_CHECK = 1
export CORE_AREA = 10 10 70 70
export DIE_AREA = 0 0 80 80
```

## ./constraint.sdc

```tcl
current_design pwm

set clk_period 1.9
set clk_io_pct 0.2

create_clock -name clk0 -period $clk_period [get_ports {clk}]

set non_clock_inputs [all_inputs -no_clocks]
set_input_delay [expr $clk_period * $clk_io_pct] -clock clk0 $non_clock_inputs
set_output_delay [expr $clk_period * $clk_io_pct] -clock clk0 [all_outputs]
```

## ./design.v

```verilog
module pwm #(parameter
						 CLK_MHZ = 50,
						 FREQ_KHZ = 400,
						 DUTY = 40
						)
			 (
				 input wire clk,
				 input wire rst,
				 output wire out
			 );
localparam cnt_max = 1000 * CLK_MHZ / FREQ_KHZ + (2*(1000 * CLK_MHZ % FREQ_KHZ) >= FREQ_KHZ ? 1 : 0),
					 cnt_duty = DUTY * cnt_max / 100 + (2*(DUTY * cnt_max % 100) >= 100 ? 1 : 0);
reg[$clog2(cnt_max+1)-1:0] cnt = cnt_max - 1;
always @(posedge clk)
	cnt <= (rst || !cnt) ? cnt_max - 1 : cnt - 1;
assign out = cnt < cnt_duty;
endmodule
```

==> run notes <==
impl run done, here's what came out: timing-limited maximum frequency ~0.6 GHz, number of antenna violations at the first check in global routing 0, crit path DRT 1.52 ns, clock tree from TritonCTS built, kind of end point of the critical path primary output, Hold Crit Class reg2reg, pin count of the biggest net entering global routing 6, Worst Setup Path Type reg2out, final hold violation count 0, cell with the biggest individual delay on the critical path or3_1, Tot GR Track Use roughly 2%, sum of negative setup slack 0 ns, placed instance area 460.4 µm², worst r2r dst cnt[1], Min-Delay Endpoint cnt[6], number of warning messages in the logs 26, reg-to-reg setup timing slack 0.63 ns, half-perimeter wire length after placement 478.4 µm, WL/cell 7.154 µm, final estimated routing congestion in global placement a little over 0.7, Buffers & Inverters on Critical Path 1, Worst Reg2Reg Path Length in Cells 5, cell breakdown of the critical path or3_1, a31oi_1, dlygate4sd2_1, Antenna diodes 0, total detailed-routing wirelength 651 µm, level count of the clock H-tree 1, post-layout instance area 486.7 µm², RSZ-0062 raised after global routing false, number of clock sinks 7, CP Launch Point cnt[1], floorplan row count 21, startpoint class of the critical path flip-flop, Die X-Extent 80 µm, share of the clock period used by the worst path after layout 87.48%, relative slew slack 82.82%, transition time at the pin with the least slew margin 0.2555 ns, length of the first detailed-routing pass in iterations 4, Std-Cell Core Area 0.003416 mm², clk root buf clkbuf_4, Congestion Overflow GR 0, Power Total 372.4 µW, delay of the slowest cell on the worst path between 0.3 and 0.4 ns, drt initial violations 12, area of the mapped netlist 367.9 µm², CP Max Fanout 4, total cell area reported by yosys after synthesis 367.9 µm², Unique cell types 21, via count of the first global-routing pass 304, number of buffer cells added on primary ports 2, DRT antenna net count 0, Reg with most FFs cnt, via/cell ratio ~3.1, share of the yosys chip area belonging to registers 38.10%, CP top delay family simple AND/OR/NAND/NOR gates, Worst-path clk slew 0.05 ns, floorplan die area 0.006400 mm², maximum vdd ir drop roughly 0.12 mV, most common cell after layout, fill and taps aside dfxtp_1, post-route minimum period 1.662 ns, total cells reported by yosys after synthesis 37, hold buffers post-CTS 0, wire length of the first global-routing pass 1145 µm, power density cells 765.2 mW/mm², area delta synth->final 32.31%, number of warnings reported in the yosys synthesis log 1, number of top-level design ports 3, worst reg2reg startpoint cnt[0], Floorplan Utilization around 11%, Insertion Delay late pin around 0.25 ns, maximum buffer depth of the clock tree 2, Worst Skew 0.002135 ns, Cells after Synth 37, arrival time at the worst endpoint about 1.3 ns, flip-flop and latch count after synthesis 7, leakage power around 0.18 nW, Hold Path Origin cnt[6], cell depth of the worst min-delay path 2, Residual DRC 0, mean instance size in the synthesized netlist 9.942 µm², layout cell share with drive strength beyond 1 24.44%, WP depth 3, total number of vias 284, final-report max-slew violation count 0, registers with the highest flip-flop counts cnt x7, flip-flop count of the largest register after layout 7, Max Cap Violations 0, clock buffers created by TritonCTS 3, height of the chip roughly 80 µm, final setup fails 0, run status completed
==> worst min-delay path, delay by kind of cell, from the launching register on <==
kind               cells  cell delay, ns
and+or+nand+nor        1            0.10
AOI/OAI and AO/OA      1            0.07
DFF                    1            0.33
==> worst max-delay path by stage <==
stage | to
after CTS | out
after global routing | out
final | out
==> cells in the mapped netlist (all sizes together) <==
cell type	n	area [µm²]
dfxtp	7	140.1
inv	3	11.26
nand2	3	11.26
nor2	3	11.26
xnor2	3	26.28
a21oi	2	10.01
a31oi	2	27.53
and4b	2	21.27
ha	2	25.02
nor2b	2	20.02
nor3	2	21.27
o21ai	2	10.00
and2	1	6.260
nor3b	1	7.510
nor4	1	12.51
or3	1	6.260
==> stage by stage <==
step                hold WS, ns  util (%)  worst slack (ns)  cells
global route             0.6021     14.25            0.1595     91
detailed placement       0.5328     13.48            0.1908     87
global placement         0.5253     13.48            0.1956     87
floorplan                0.4715         -            0.7084     37
CTS                      0.5464     14.25            0.2214     91
finish                   0.5500     14.25            0.2378     91
==> where the power goes <==
part,switching [mW],leakage [nW],internal (mW),total [mW]
sequential,0.00799,0.0578,0.160,0.168
combinational,0.0363,0.109,0.0347,0.0710
clock,0.0538,0.0150,0.0801,0.134
total,0.0981,0.181,0.274,0.372
==> what timing repair did <==
| action | 4_1_cts | 5_1_grt |
|---|---|---|
| resized | 2 | 0 |
| endpoints found under the setup margin | 1 | 0 |
| buffers inserted | 0 | 0 |
==> area by class of cell <==
cell class              count  area [µm²]
fillers                   392        2929
multi-input cells          27       216.5
flip-flops and latches      7       141.4
well taps                  46       57.56
repair buffers              4       33.78
clock buffers               4       26.28
inverters                   3       11.26
==> metal layers <==
layer / GRT usage (%) / wire [µm] / vias to the layer above
met5: 0 / 0 / -
met3: 0.6818 / 43 / 2
met1: 2.004 / 284 / 133
met4: 1.056 / 15 / 0
li1: - / - / 143
met2: 3.692 / 307 / 6
==> cells by family after synthesis <==
group / Yosys count / synth area share, %
AND/OR/NAND/NOR: 16 / 31.97
XOR/XNOR: 3 / 7.144
AND-OR/OR-AND: 6 / 12.92
adder cells (fa/ha/maj): 2 / 6.802
flip-flops: 7 / 38.09
buffers and inverters: 3 / 3.061
Power figures rest on the tool's default switching activity, not on a simulated workload.
